**design/flow/design.v**
```verilog
module movimiento(clk,BA,BB,BI,BD,pos_actual,Pos);
  	input clk,BA,BB,BI,BD;  
  	output reg [25:0] pos_actual;
	output reg [4:0] Pos;
	always @(posedge clk)
 	begin
      case(pos_actual) 
 			1: begin  
              	if(BD==1'b1)
   					pos_actual= 2; 
              	else if(BA==1'b1)
   					pos_actual= 256; 
              	else
       				pos_actual = 1;
 			end 
 			2: begin  
              if(BD==1'b1)
   					pos_actual= 4; 
              else if (BI==1'b1)
   					pos_actual= 1; 
              else if (BA==1'b1)
   					pos_actual= 512; 
              else
                	pos_actual = 2;
 			end
 			4: begin  
              if(BI==1'b1)
   					pos_actual = 2; 
              else if (BD==1'b1)
   					pos_actual = 8; 
              else if (BA==1'b1)
   					pos_actual= 1024; 
              else
                	pos_actual = 4;
 			end
 			8: begin  
              if(BD==1'b1)
   					pos_actual= 16; 
              else if (BI==1'b1)
   					pos_actual= 4; 
              else if (BA==1'b1)
   					pos_actual= 2048; 
              else
                	pos_actual = 8;
 			end 
         16: begin  
              if(BD==1'b1)
   					pos_actual= 32; 
              else if (BA==1'b1)
   					pos_actual= 4096; 
              else if (BI==1'b1)
   					pos_actual= 8; 
              else
                	pos_actual = 16;
 			end 
         32: begin  
              if(BI==1'b1)
   					pos_actual= 16; 
              else if (BD==1'b1)
   					pos_actual= 64; 
              else if (BA==1'b1)
   					pos_actual= 8192; 
              else
                	pos_actual = 32;
 			end 
         64: begin  
              if(BD==1'b1)
   					pos_actual= 128; 
              else if (BA==1'b1)
   					pos_actual= 16384; 
              else if (BI==1'b1)
   					pos_actual= 32; 
              else
                	pos_actual = 64;
 			end 
         128: begin  
              if(BD==1'b1)
   					pos_actual= 33554432; 
              else if (BA==1'b1)
   					pos_actual= 32768; 
              else if (BI==1'b1)
   					pos_actual= 64; 
              else
                pos_actual = 128;
 			end 
         256: begin  
					if (BA==1'b1)
   					pos_actual= 65536; 
					else if (BD==1'b1)
   					pos_actual= 512; 
					else if (BB==1'b1)
   					pos_actual= 1; 
					else
						pos_actual = 256;
 			end
			512: begin  
					if (BA==1'b1)
   					pos_actual= 131072; 
					else if (BD==1'b1)
   					pos_actual= 1024; 
					else if (BB==1'b1)
   					pos_actual= 2; 
					else if (BI==1'b1)
   					pos_actual= 256; 
					else
						pos_actual = 512;
 			end
			1024: begin  
					if (BA==1'b1)
   					pos_actual= 262144; 
					else if (BD==1'b1)
   					pos_actual= 2048; 
					else if (BB==1'b1)
   					pos_actual= 4; 
					else if (BI==1'b1)
   					pos_actual= 512; 
					else
						pos_actual = 1024;
 			end
			2048: begin  
					if (BA==1'b1)
   					pos_actual= 524288; 
					else if (BD==1'b1)
   					pos_actual= 4096; 
					else if (BB==1'b1)
   					pos_actual= 8; 
					else if (BI==1'b1)
   					pos_actual= 1024; 
					else
						pos_actual = 2048;
 			end
			4096: begin  
					if (BA==1'b1)
   					pos_actual= 1048576; 
					else if (BD==1'b1)
   					pos_actual= 8192; 
					else if (BB==1'b1)
   					pos_actual= 16; 
					else if (BI==1'b1)
   					pos_actual= 2048; 
					else
						pos_actual = 4096;
 			end
			8192: begin  
					if (BA==1'b1)
   					pos_actual= 2097152; 
					else if (BD==1'b1)
   					pos_actual= 16384; 
					else if (BB==1'b1)
   					pos_actual= 32; 
					else if (BI==1'b1)
   					pos_actual= 4096; 
					else
						pos_actual = 8192;
 			end
			16384: begin  
					if (BA==1'b1)
   					pos_actual= 4194304; 
					else if (BD==1'b1)
   					pos_actual= 32768; 
					else if (BB==1'b1)
   					pos_actual= 64; 
					else if (BI==1'b1)
   					pos_actual= 8192; 
					else
						pos_actual = 16384;
 			end
			32768: begin  
					if (BA==1'b1)
   					pos_actual= 8388608; 
					else if (BD==1'b1)
   					pos_actual= 33554432; 
					else if (BB==1'b1)
   					pos_actual= 128; 
					else if (BI==1'b1)
   					pos_actual= 16384; 
					else
						pos_actual = 32768;
 			end
			65536: begin  
					if (BD==1'b1)
   					pos_actual= 131072; 
					else if (BB==1'b1)
   					pos_actual= 256; 
					else
						pos_actual = 65536;
 			end
			131072: begin  
					if (BD==1'b1)
   					pos_actual= 262144; 
					else if (BB==1'b1)
   					pos_actual= 512; 
					else if (BI==1'b1)
   					pos_actual= 65536; 
					else
						pos_actual = 131072;
 			end
			262144: begin  
					if (BD==1'b1)
   					pos_actual= 524288; 
					else if (BB==1'b1)
   					pos_actual= 1024; 
					else if (BI==1'b1)
   					pos_actual= 131072; 
					else
						pos_actual = 262144;
 			end
			524288: begin  
					if (BD==1'b1)
   					pos_actual= 1048576; 
					else if (BB==1'b1)
   					pos_actual= 2048; 
					else if (BI==1'b1)
   					pos_actual= 262144; 
					else
						pos_actual = 524288;
 			end
			1048576: begin  
					if (BD==1'b1)
   					pos_actual= 2097152; 
					else if (BB==1'b1)
   					pos_actual= 4096; 
					else if (BI==1'b1)
   					pos_actual= 524288; 
					else
						pos_actual = 1048576;
 			end
			2097152: begin  
					if (BD==1'b1)
   					pos_actual= 4194304; 
					else if (BB==1'b1)
   					pos_actual= 8192; 
					else if (BI==1'b1)
   					pos_actual= 1048576; 
					else
						pos_actual = 2097152;
 			end
			4194304: begin  
					if (BD==1'b1)
   					pos_actual= 8388608; 
					else if (BB==1'b1)
   					pos_actual= 16384; 
					else if (BI==1'b1)
   					pos_actual= 2097152; 
					else
						pos_actual = 4194304;
 			end
			8388608: begin  
					if (BD==1'b1)
   					pos_actual= 16777216; 
					else if (BB==1'b1)
   					pos_actual= 32768; 
					else if (BI==1'b1)
   					pos_actual= 4194304; 
					else
						pos_actual = 8388608;
 			end
			16777216: begin  
					if (BB==1'b1)
   					pos_actual= 33554432; 
					else if (BI==1'b1)
   					pos_actual= 8388608; 
					else
						pos_actual = 16777216;
 			end
			33554432: begin  
					if (BA==1'b1)
   					pos_actual= 16777216; 
					else if (BI==1'b1)
   					pos_actual= 32768; 
					else
						pos_actual = 33554432;
 			end
			default: pos_actual = 1;
 		endcase
    end
	 always@(posedge clk)			 
		case(pos_actual)
			1: Pos = 5'd20;		 
			2: Pos = 5'd21;		 
			4: Pos = 5'd22;		 
			8: Pos = 5'd23;		 
			16: Pos = 5'd15;		 
			32: Pos = 5'd16;		 
			64: Pos = 5'd17;		 
			128: Pos = 5'd18;		 
			256: Pos = 5'd10;		 
			512: Pos = 5'd11;		 
			1024: Pos = 5'd12;	 
			2048: Pos = 5'd13;	 
			4096: Pos = 5'd5;		 
			8192: Pos = 5'd6;		 
			16384: Pos = 5'd7;		 
			32768: Pos = 5'd8;		 
			65536: Pos = 5'd25;	 
			131072: Pos = 5'd9;		 
			262144: Pos = 5'd2;		 
			524288: Pos = 5'd3;		 
			1048576: Pos = 5'd0;		 
			2097152: Pos = 5'd1;		 
			4194304: Pos = 5'd19;		 
			8388608: Pos = 5'd14;		 
			16777216: Pos = 5'd24;		 
			33554432: Pos = 5'd4;		 
			default: Pos = 5'd20;			 
		endcase
endmodule
```
**design/flow/run.sh**
```bash
#!/bin/bash
# OpenROAD 26Q1-2900-gdf79404cd8, Yosys 0.63+post, stock flow scripts
make -C /OpenROAD-flow-scripts/flow DESIGN_CONFIG=/design/flow/config.mk WORK_HOME=/design/flow/orfs finish
```
**design/flow/config.mk**
```make
export PLATFORM = sky130hd
export DESIGN_NAME = movimiento
export DESIGN_NICKNAME = movimiento
export VERILOG_FILES = /design/flow/design.v
export SDC_FILE = /design/flow/constraint.sdc
export NUM_CORES = 4
export LEC_CHECK = 1
export CORE_UTILIZATION = 30
```
**design/flow/constraint.sdc**
```tcl
current_design movimiento

set clk_period 5.8
set clk_io_pct 0.2

create_clock -name clk0 -period $clk_period [get_ports {clk}]

set non_clock_inputs [all_inputs -no_clocks]
set_input_delay [expr $clk_period * $clk_io_pct] -clock clk0 $non_clock_inputs
set_output_delay [expr $clk_period * $clk_io_pct] -clock clk0 [all_outputs]
```
==> run summary <==
Status of the implementation.

- The end-of-flow timing check tallies setup violations at 0.
- The internal cell power is 0.451 mW, for reference.
- The switching part of the total is 0.323, for reference.
- The count of nets left with antenna violations after detail routing is 0, for reference.
- Per STA, the startpoint of the critical path is pos_actual[9].
- Per the repair_timing log after CTS, setup buffers inserted total 0.
- By area the synthesized netlist is led by sky130_fd_sc_hd__dfxtp_1, sky130_fd_sc_hd__a22oi_1, sky130_fd_sc_hd__nor2_1.
- The pin count of the biggest net entering global routing is 40, for reference.
- The wire length per cell is 17.8 µm, for reference.
- Summed over all routing layers, the global router reports a total usage of 0.185.
- Buffers placed on the I/O ports in this run total 35.
- The worst setup path is of the flip-flop to flip-flop kind.
- The final critical path time including I/O delays and setup is 2860 ps, for reference.
- TritonCTS built the clock tree.
- Checking max transition, the worst relative margin is 0.371.
- The setup slack of the worst register-to-register path is 2940 ps, for reference.
- The synthesized instance count is 287, for reference.
- Counting flops with a built-in enable in the synthesized netlist gives 0.
- According to the floorplan report, the die height is 90.2 µm.
- STA classifies the critical path endpoint as a flip-flop.
- In the hold report, the worst path ends at pos_actual[5].
- The level count of the clock H-tree is 2, for reference.
- In this run the cell area of the synthesized design comes to 0.00233 mm².
- The transition time recorded at the tightest slew-check pin is 935 ps.
- The tree is rooted in a sky130_fd_sc_hd__clkbuf_8.
- The number of cell instances after yosys synthesis is 287, for reference.
- The run finished with clean final reports.
- Using the TritonRoute via totals, the vias-per-cell ratio works out to 6.00.
- The maximum clock skew at final layout is 6.61 ps, for reference.
- Per the OpenROAD power report, leakage power amounts to 0.965 nW.
- In this run, CTS created clock tree buffers numbering 5.
- The initial antenna violation count is 0, for reference.
- The synthesized netlist contains 56 unique library cells.
- The number of design rule violations left after detail routing is 0, for reference.
- The I/O pin count is 36, for reference.
- The clock group share of total power is 0.335, for reference.
- The maximum fanout count along the critical path is 15, for reference.
- Per the final timing report, the hold violations number 0.
- The synthesized chip area reported by yosys is 0.00233 mm², for reference.
- The total design power is 0.667 mW, for reference.
- The hold-critical path depth is 4, for reference.
- The count of synthesis-stage warnings from yosys is 1, for reference.
- According to the timing report, the data required time at the worst endpoint equals 6020 ps.
- The initial utilization of the core area, before any placement, comes to 0.317.
- The slack of the critical path is 2940 ps, for reference.
- Row generation in the floorplan step produced 31 rows.
- The number of global-route vias before repair is 2266, for reference.
- The number of inserted filler cells in the final layout is 766, for reference.
- The timing-limited maximum frequency is 349 MHz, for reference.
- The layout report lists the combined flip-flop and latch area as 621 µm².
- The worst setup path is launched from a flip-flop.
- The fraction of post-synthesis cell area in the top cell type by area is 0.266, for reference.
- The DRC violation total after the first TritonRoute iteration is 342, for reference.
- Setup repair after global routing left no endpoint under its margin.
- The worst-case IR drop observed on VDD is 0.114 mV.
- The first global-routing pass estimated 12000 µm of wire.
- Summed over all layers, the global routing overflow is 0.
- Per the OpenROAD floorplan log, the width of the die is 90.2 µm.
- The total power per unit cell area is 230 mW/mm², for reference.
- The registers of the reported paths see a clock transition of 70 ps.
- Per the timing report, the most critical flop-to-flop path originates at pos_actual[9].
- The total negative slack is 0 ps, for reference.
- The worst slack on hold paths is 717 ps, for reference.
- The class of the worst hold path is flip-flop to flip-flop, for reference.
- For the worst-skew pair, the clock arrives at the later sink with an insertion delay of 290 ps.
- The total detailed-routing wirelength is 7430 µm, for reference.
- Per the CTS log, the buffer count on the longest clock path is 2.
- Of all flip-flops after synthesis, the portion carrying an async set or reset was 0.
- The final timing summary puts the cycle share of the worst path at 0.494.
- The count of maximum capacitance violations is 0, for reference.
- The number of cells traversed by the worst register-to-register path is 6, for reference.
- After floorplanning, the core was sized to cover 0.00737 mm².
- The net switching power figure is 0.215 mW, for reference.
- The number of gates resized after cts is 0, for reference.
- The overall via count from detail_route is 2502, for reference.
- Per the gpl log, the routability congestion estimate is 0.937.
- The cell taking the most area after synthesis is sky130_fd_sc_hd__dfxtp_1, for reference.
- The average cell area after synthesis is 8.13 µm², for reference.
- The worst slack at placement is 2710 ps, for reference.
- The proportion of layout cells with a drive suffix above 1 is 0.123, for reference.
- Once synthesis finished, the tally of register bits stood at 31.
- For reference, the final report shows the max-slew violation count at 0.
- Before antenna repair, the detailed router went through 5 iterations.
- For this run, the leading register cell type out of synthesis is sky130_fd_sc_hd__dfxtp_1.
- The combinational fraction of design power is 0.298, for reference.
- OpenROAD emitted warnings numbering 25.
- Hold repair after CTS inserted 0 buffers.
- The total number of clock tree sinks is 31, for reference.
- The area of the multi-input gates is 0.00162 mm², for reference.
- The layout overhead on the synthesized area is 24.0%, for reference.
- Per Yosys stat, the portion of area used by sequential elements is 0.266.
- The endpoint arrival time on the critical path is 3090 ps, for reference.
- Of the total power, registers draw 0.367.
- The die outline area is 0.00814 mm², for reference.
- The repair_antennas step left the layout with diodes totalling 0.
- The estimated wirelength of the detail-placed design is 5280 µm, for reference.
- The capture point of the worst register-to-register path is recorded as Pos[0].
- Per the hold report, the tightest min-delay path originates at pos_actual[4].
synth_stat cells (2+ instances only):
master                       n
sky130_fd_sc_hd__dfxtp_1    31
sky130_fd_sc_hd__nor2_1     28
sky130_fd_sc_hd__nor3_1     20
sky130_fd_sc_hd__a22oi_1    18
sky130_fd_sc_hd__o21ai_0    18
sky130_fd_sc_hd__clkbuf_1   15
sky130_fd_sc_hd__nand2_1    15
sky130_fd_sc_hd__mux2i_1     9
sky130_fd_sc_hd__nand3_1     9
sky130_fd_sc_hd__a21oi_1     8
sky130_fd_sc_hd__nand3b_1    8
sky130_fd_sc_hd__nand2b_1    7
sky130_fd_sc_hd__nor4_1      7
sky130_fd_sc_hd__nand4b_1    6
sky130_fd_sc_hd__nor2b_1     6
sky130_fd_sc_hd__or3_1       6
sky130_fd_sc_hd__a222oi_1    5
sky130_fd_sc_hd__a32oi_1     5
sky130_fd_sc_hd__nor4_2      5
sky130_fd_sc_hd__o22ai_1     5
sky130_fd_sc_hd__nor3_2      4
sky130_fd_sc_hd__nor4_4      4
sky130_fd_sc_hd__a21o_1      3
sky130_fd_sc_hd__a221oi_1    3
sky130_fd_sc_hd__inv_1       3
sky130_fd_sc_hd__nand4_1     3
sky130_fd_sc_hd__o21ai_1     3
sky130_fd_sc_hd__a2111oi_0   2
sky130_fd_sc_hd__nor3b_1     2
sky130_fd_sc_hd__or2_2       2
sky130_fd_sc_hd__xor2_1      2
state kept, by name, indices dropped and copies added, names as in the netlist:
name,cells
pos_actual,26
Pos,5
worst max-delay path, cell delays in order, from the launching register on:
cell and delay [ps]:
sky130_fd_sc_hd__dfxtp_1 370, sky130_fd_sc_hd__nor4_1 630, sky130_fd_sc_hd__nand4_2 560, sky130_fd_sc_hd__nor3_1 750, sky130_fd_sc_hd__or3_1 260, sky130_fd_sc_hd__nor4_1 80
sky130_fd_sc_hd__nand4b_1 140
worst max-delay path by stage:
stage | end | cells past startpoint
CTS | pos_actual[12] | 5
global route | pos_actual[3] | 6
finish | Pos[0] | 6
cell families (layout without fill, tap and decap cells):
logic type,count (synthesis),count (layout),share of synthesized area
AND-OR/OR-AND,76,76,0.224
XOR/XNOR,3,3,0.0113
buffers and inverters,22,53,0.0391
flip-flops,31,31,0.266
multiplexers,11,11,0.0483
AND/OR/NAND/NOR,144,144,0.412
routing by layer:
metal / GRT usage / part of all wire
met1: 0.278 / 0.45
met2: 0.267 / 0.43
met3: 0.0481 / 0.098
met4: 0.0470 / 0.022
met5: 0 / 0
power by group through the flow:
stage     registers, mW  logic [mW]  clock network [mW]
6_report          0.245       0.199               0.223
5_1_grt           0.248       0.214               0.236
4_1_cts           0.245       0.196               0.227
cells in the final DEF, fill, tap and decap left out, types with 2 or more instances in the layout:
master / synthesis / layout
sky130_fd_sc_hd__a222oi_1: 5 / 5
sky130_fd_sc_hd__nor3_1: 20 / 20
sky130_fd_sc_hd__buf_4: 0 / 6
sky130_fd_sc_hd__o21ai_0: 18 / 18
sky130_fd_sc_hd__or2_2: 2 / 2
sky130_fd_sc_hd__nand4b_1: 6 / 6
sky130_fd_sc_hd__nand4_1: 3 / 3
sky130_fd_sc_hd__nand2b_1: 7 / 7
sky130_fd_sc_hd__nor2b_1: 6 / 6
sky130_fd_sc_hd__nor3_2: 4 / 4
sky130_fd_sc_hd__nor2_1: 28 / 28
sky130_fd_sc_hd__a32oi_1: 5 / 5
sky130_fd_sc_hd__or3_1: 6 / 6
sky130_fd_sc_hd__mux2i_1: 9 / 9
sky130_fd_sc_hd__o21ai_1: 3 / 3
sky130_fd_sc_hd__a2111oi_0: 2 / 2
sky130_fd_sc_hd__nor4_4: 4 / 4
sky130_fd_sc_hd__a221oi_1: 3 / 3
sky130_fd_sc_hd__xor2_1: 2 / 2
sky130_fd_sc_hd__o22ai_1: 5 / 5
sky130_fd_sc_hd__nand3_1: 9 / 9
sky130_fd_sc_hd__a21o_1: 3 / 3
sky130_fd_sc_hd__nor4_2: 5 / 5
sky130_fd_sc_hd__a22oi_1: 18 / 18
sky130_fd_sc_hd__nor3b_1: 2 / 2
sky130_fd_sc_hd__a21oi_1: 8 / 8
sky130_fd_sc_hd__inv_1: 3 / 3
sky130_fd_sc_hd__clkbuf_8: 0 / 6
sky130_fd_sc_hd__dfxtp_1: 31 / 31
sky130_fd_sc_hd__nor4_1: 7 / 7
sky130_fd_sc_hd__nand2_1: 15 / 15
sky130_fd_sc_hd__nand3b_1: 8 / 8
sky130_fd_sc_hd__clkdlybuf4s50_1: 0 / 35
layout make-up:
type / instances / area share
Sequential cell: 31 / 0.214
Clock inverter: 2 / 0.0121
Multi-Input combinational cell: 234 / 0.560
Clock buffer: 6 / 0.0285
Timing Repair Buffer: 41 / 0.137
Inverter: 4 / 0.00519
Tap cell: 99 / 0.0428
through the flow:
step	cells	area (µm²)	utilization
after floorplan	287	2330	-
final	417	2890	0.393
after global placement	409	2780	0.377
after CTS	417	2890	0.393
after global routing	417	2890	0.393
after detailed placement	409	2780	0.377
Power and IR drop assume default switching activity.
