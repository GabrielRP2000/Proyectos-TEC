File: design/flow/run.sh
#!/bin/bash
# OpenROAD 26Q1-2900-gdf79404cd8, Yosys 0.63+post, stock flow scripts
make -C /OpenROAD-flow-scripts/flow DESIGN_CONFIG=/design/flow/config.mk WORK_HOME=/design/flow/orfs finish
File: design/flow/design.v
module pantalla_calcu(clk,OP,reg_A,reg_B,estado,raiz,Sum_Res,Mult_Div,COUT,DONE,numeros1);
	input clk,COUT,DONE;
	input [39:0] reg_A,reg_B,Sum_Res,Mult_Div,raiz;
	input [1:0] estado;
	input [2:0] OP;
	output reg [39:0] numeros1;
	reg [39:0] Resultado,numeros;
	wire num,resul;
	always @(negedge clk) 
	begin
		if(estado[1] == 1'b1 && estado[0] == 1'b1 && OP[2] == 1'b0 && ((OP[1] == 1'b0 && OP[0] == 1'b0) || (OP[1] == 1'b0 && OP[0] == 1'b1))) 
			numeros = Sum_Res;
		else if(estado[1] == 1'b1 && estado[0] == 1'b1 &&(OP[2] == 1'b0 &&((OP[1] == 1'b1 && OP[0] == 1'b0) || (OP[1] == 1'b1 && OP[0] == 1'b1)))) 
			numeros = Mult_Div;
		else if(estado[1] == 1'b1 && estado[0] == 1'b1 &&(OP[2] == 1'b1)) 
			numeros = raiz;
      else
			numeros = numeros;
	end
	always @(posedge clk) 
      if(DONE == 1'b1 &&(OP[2] == 1'b1)) 
			Resultado = numeros;
		else	
			Resultado = Resultado;
	assign resul = |Resultado;
	always @(posedge clk) 
	begin
      if(estado[1] == 1'b0 && estado[0] == 1'b1 && (COUT == 1'b0||DONE == 1'b0)) 
			numeros1 = reg_A;
      else if(estado[1] == 1'b1 && estado[0] == 1'b0) 
			numeros1 = reg_B;
      else if((OP[2] == 1'b0)) 
			numeros1 = numeros;
		else if(resul == 1'b1 && (OP[2] == 1'b1))
			numeros1 = Resultado;
		else 
			numeros1 = numeros1;
	end
endmodule
File: design/flow/config.mk
export PLATFORM = sky130hd
export DESIGN_NAME = pantalla_calcu
export DESIGN_NICKNAME = pantalla_calcu
export VERILOG_FILES = /design/flow/design.v
export SDC_FILE = /design/flow/constraint.sdc
export NUM_CORES = 4
export LEC_CHECK = 1
export CORE_UTILIZATION = 50
File: design/flow/constraint.sdc
current_design pantalla_calcu

set clk_period 4.3
set clk_io_pct 0.2

create_clock -name clk0 -period $clk_period [get_ports {clk}]

set non_clock_inputs [all_inputs -no_clocks]
set_input_delay [expr $clk_period * $clk_io_pct] -clock clk0 $non_clock_inputs
set_output_delay [expr $clk_period * $clk_io_pct] -clock clk0 [all_outputs]
==> metrics.json <==
{
  "clock_network": {
    "cts_post_setup_buffers_inserted": 0,
    "cts.sinks": 120,
    "worst_setup_hold_path_clk_slew_ns": 0.05,
    "clock_tree_from_tritoncts": "built",
    "root_buffer": "sky130_fd_sc_hd__clkbuf_16",
    "number_of_clock_buffers_inserted_by_tritoncts": 17,
    "clock_path_buffers": 2,
    "cts_htree_levels": 4,
    "postCtsResizedCells": 0,
    "clkLatencyLatePin_ns": 0.43,
    "cts_hold_repair.buffers": 0
  },
  "die": {
    "die_h_um": 113,
    "row_count": 40,
    "floorplan.io_pins": 248,
    "initial_core_util_pct": 51.3,
    "die.size.x_um": 113,
    "design.die.area_mm2": 0.0127,
    "coreArea_mm2": 0.0120
  },
  "global_route": {
    "globalRoute.totalOverflow": 0,
    "first_global_vias": 4616,
    "grt_pass1_wl_um": 22900,
    "grt_start_max_net_pins": 45,
    "grtUsageTotal_pct": 25.2,
    "number_of_antenna_violations_at_the_first_check_in_global_routing": 0
  },
  "timing": {
    "max-slew-margin-rel_pct": 41.9,
    "timing_worst_slew_pin_value_ns": 0.871,
    "postLayoutSetupSlackWorst_ns": 0.314,
    "report.final.slew_viol_count": 0,
    "timing.setup.tns_ns": 0,
    "final.hold.worst_slack_ns": 0.826,
    "setup-violations-final": 0,
    "unrepaired_setup_endpoints_after_global_routing": "false",
    "worst_clock_skew_on_the_final_layout_ns": 0.0341,
    "hold_viol_final": 0
  },
  "critical_path": {
    "path_class": "in -> reg",
    "worst-endpoint-arrival_ns": 1.98,
    "max_fo_critical_path": 36,
    "cp_num_buf_inv": 2,
    "worst-r2r-setup-slack_ns": 0.65,
    "worstPathRequired_ns": 2.29,
    "timing.critical_path.to_type": "flip-flop",
    "crit_path_cell_trace": "clkdlybuf4s50_1 -> nand3b_1 -> buf_12 -> nand2_1 -> o21ai_0",
    "cp_top_family": "buffers and inverters",
    "slowest_stage": "sky130_fd_sc_hd__clkdlybuf4s50_1",
    "timing.critical_path.slowest_cell_delay_ns": 0.48,
    "start_kind": "input pin"
  },
  "routing": {
    "detail_route.vias_per_cell": 5.19,
    "postRouteAntennaNets": 0,
    "wirelength_um": 14700,
    "drt_first_pass_iters": 4,
    "detail_route.drc_violations": 0,
    "number_of_antenna_diodes": 0,
    "route.vias.total": 4483,
    "routedWlPerCell_um": 17.0,
    "drt_iter0_markers": 170
  },
  "placed_design": {
    "finalWeightedCongestion": 0.834,
    "io_buffer_count": 246,
    "dp.final_hpwl_um": 10700,
    "place_worst_setup_slack_ns": -0.0928,
    "post-place-cells": 792
  },
  "layout": {
    "final_layout_size_suffix_gt1_share_pct": 23.5,
    "area.growth.synth_to_final_pct": 54.8,
    "final-seq-area_mm2": 0.00360,
    "fin_cells": 863,
    "nFillCells": 699,
    "multi_input_comb_area_mm2": 0.00238
  },
  "yosys": {
    "synth_largest_type_area_fraction_pct": 58.8,
    "numSynthFlops": 120,
    "ys.warnings.count": 1,
    "synth.cell_area_mm2": 0.00613,
    "synth.yosys.chip_area_mm2": 0.00613,
    "postSynthCellCount": 411,
    "syn-mean-instance-area_um2": 14.9,
    "yosysCellCount": 411,
    "largest_area_contributor_in_the_netlist": "sky130_fd_sc_hd__edfxtp_1",
    "top_cells_by_area": "sky130_fd_sc_hd__edfxtp_1, sky130_fd_sc_hd__mux2_2, sky130_fd_sc_hd__mux2_4",
    "postSynthSeqShare_pct": 58.8,
    "synth_cell_types": 22
  },
  "power": {
    "power_leakage_nw": 3.77,
    "totalPowerFinal_mw": 3.35,
    "internal-power_mw": 2.62,
    "power_switching_share_pct": 21.9,
    "worst_ir_drop_vdd_mv": 0.248,
    "power.switching_mw": 0.734,
    "power_density_relative_to_cell_area_mw_per_mm2": 353,
    "sequential_fraction_of_design_power_pct": 42.7,
    "power.share.clock_pct": 41.6,
    "power_frac_comb_pct": 15.7
  },
  "flow_run": {
    "timing.max_cap.violations": 0,
    "warnings": 67
  },
  "outcome": {
    "run_status": "complete, no violations"
  },
  "worst_hold_path": {
    "worst_hold_path_type": "reg -> reg"
  }
}
==> state kept, by name, summed over array words and instances (netlist names) <==
register	cells
Resultado	40
numeros1	40
numeros	40
==> synthesized netlist by cell type <==
master and n:
sky130_fd_sc_hd__o2111ai_1 1, sky130_fd_sc_hd__or4_1 1, sky130_fd_sc_hd__nand3_1 1, sky130_fd_sc_hd__mux2_2 90
sky130_fd_sc_hd__buf_6 4, sky130_fd_sc_hd__nor2_1 2, sky130_fd_sc_hd__buf_2 13, sky130_fd_sc_hd__o21ai_0 40
sky130_fd_sc_hd__nand3b_1 1, sky130_fd_sc_hd__nor4_1 8, sky130_fd_sc_hd__buf_12 1, sky130_fd_sc_hd__nand4_1 1
sky130_fd_sc_hd__nor3_1 1, sky130_fd_sc_hd__nand2_1 41, sky130_fd_sc_hd__inv_1 1, sky130_fd_sc_hd__clkbuf_1 9
sky130_fd_sc_hd__nor4b_2 1, sky130_fd_sc_hd__mux2i_1 40, sky130_fd_sc_hd__edfxtp_1 120, sky130_fd_sc_hd__and2_1 3
sky130_fd_sc_hd__mux2_4 30, sky130_fd_sc_hd__nand2b_1 2
==> kinds of logic after synthesis <==
kind of cell / count (synthesis) / share of synthesized area [%]
AND-OR/OR-AND: 41 / 3.41
AND/OR/NAND/NOR: 62 / 4.71
flip-flops: 120 / 58.8
buffers and inverters: 28 / 2.73
multiplexers: 160 / 30.4
==> power groups by stage <==
stage / combinational [mW] / clock [mW] / sequential, mW
6_report: 0.525 / 1.39 / 1.43
5_1_grt: 0.565 / 1.50 / 1.44
4_1_cts: 0.532 / 1.41 / 1.43
==> through the flow <==
step	cell area [um2]	utilization, %
2_1_floorplan	6130	-
3_3_place_gp	8820	73.7
3_5_place_dp	8820	73.7
4_1_cts	9490	79.4
5_1_grt	9490	79.4
6_report	9490	79.4
==> area by class of cell <==
cell class / count / share of cell area, %
sequential: 120 / 38.0
timing repair buffer: 261 / 27.9
multi-input combinational: 263 / 25.0
clock buffer: 25 / 5.22
tap: 147 / 1.94
clock inverter: 47 / 1.92
==> worst min-delay path, cell delays in order (launching register included) <==
cell and delay (ns):
sky130_fd_sc_hd__edfxtp_1 0.34, sky130_fd_sc_hd__mux2_4 0.14, sky130_fd_sc_hd__mux2_2 0.13, sky130_fd_sc_hd__mux2_2 0.13
==> per-layer routing <==
| metal | vias to the layer above | routed length [um] | global-route usage, % |
|---|---|---|---|
| met2 | 185 | 7300 | 40.0 |
| met1 | 2117 | 5940 | 37.9 |
| met4 | 0 | 165 | 3.29 |
| met5 | - | 0 | 0 |
| met3 | 15 | 1300 | 8.73 |
| li1 | 2166 | - | - |
==> path summary, 6_finish.rpt <==
path | from | to | cells after the start
max | estado[0] | numeros[19]$_DFFE_NP_ | 5
min reg2reg | Resultado[15]$_DFFE_PP_ | numeros1[15]$_DFFE_PP_ | 3
min | Resultado[15]$_DFFE_PP_ | numeros1[15]$_DFFE_PP_ | 3
max reg2reg | numeros[27]$_DFFE_NP_ | numeros1[27]$_DFFE_PP_ | 3
==> placed cells by master, fill, tap and decap left out, types with 17 or more instances in the layout <==
master,synthesis,routed
sky130_fd_sc_hd__clkdlybuf4s50_1,0,244
sky130_fd_sc_hd__edfxtp_1,120,120
sky130_fd_sc_hd__mux2_2,90,90
sky130_fd_sc_hd__nand2_1,41,41
sky130_fd_sc_hd__inv_1,1,41
sky130_fd_sc_hd__mux2i_1,40,40
sky130_fd_sc_hd__o21ai_0,40,40
sky130_fd_sc_hd__mux2_4,30,30
sky130_fd_sc_hd__clkbuf_16,0,17
No activity file was given, so power comes from the tool's default toggle rates.
