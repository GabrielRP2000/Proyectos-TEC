## flow/design.v

```verilog
module ALU(CLK,RST,START,OP,estado,listoB,registro_A,registro_B,DONE,COUT,QBAJO,S);
	input CLK,RST,START,listoB;
	input [1:0] OP,estado;
	input [39:0] registro_A,registro_B;
	output wire [39:0] QBAJO; 
	output wire [39:0]S;
	output wire DONE,COUT;
	wire [39:0] QALTO;
	reg [39:0] IN;
	always @(posedge CLK)
	begin
		if(RST)
			IN = 40'b0;
		else if ((estado[1] == 1'b0 && estado[0] == 1'b1)||(estado[1] == 1'b1 && estado[0] == 1'b0))
			IN = registro_A;
		else if (listoB)
			IN = registro_B;
		else
			IN = IN;
	end
	wire ENAR1, ENAR2;
	wire [39:0] B0,A;
	Registro40bitsEna R1(CLK,RST,ENAR2,IN,A);
	Registro40bitsEna R2(CLK,RST,ENAR1,IN,B0);
	wire [39:0]B;
	Mux2a1de40bits MuxA(B0,QALTO,OP[1],B);
	SumadorRestador SR(B,A,OP[0],S,COUT);
	wire WRALTO,WRBAJO,SHLEFT,SHRIGHT,DivInput;
	RegDesp RD(CLK,RST,WRALTO,WRBAJO,SHLEFT,SHRIGHT,DivInput,S,IN,QALTO,QBAJO);
	wire LSB,MSB;
	assign LSB = QBAJO[0];
	assign MSB = S[39];
	wire ENAC,Z,RSTC;
	Contador3bits CONT(CLK,(RST|RSTC),OP[0],ENAC,Z);
	FSMALU FSM(CLK,RST,START,OP,LSB,MSB,ENAR1,ENAR2,WRALTO,WRBAJO,SHLEFT,SHRIGHT,DivInput,ENAC,Z,RSTC,DONE);
endmodule
module Contador3bits(CLK,RST,OP,ENA,Z);
	input CLK,RST,OP,ENA;
	output wire Z;
	reg[5:0]Q;
	always @(posedge CLK)
		if(RST)
			Q={5'b10100,OP};
		else if (ENA)
			Q=Q-1'b1;
		else
			Q=Q;
	assign Z= ~|Q;
endmodule
module Registro40bitsEna(CLK,RST,ENA,D,Q);
    input CLK,RST,ENA;
    input [39:0] D;
    output reg [39:0] Q;
    always @(posedge CLK or posedge RST) 
        if(RST)
            Q=39'd0;
        else if (ENA)
            Q=D;
        else 
            Q=Q;
endmodule
module Mux2a1de40bits(A,B,OP,OUT);
    input [39:0] A,B;
    input OP;
    output reg [39:0] OUT;
    always @(OP or A or B)
        case (OP)
            1'b0: OUT=A;
            1'b1: OUT=B; 
        endcase
endmodule
module SumadorRestador(A,B,OP,S,Cout);
input [39:0] A,B;
input OP;
output wire [39:0] S;
output wire Cout; 
wire [39:0] XorOut;
XORde40bits myXOR(B,{OP,OP,OP,OP,OP,OP,OP,OP,OP,OP,OP,OP,OP,OP,OP,OP,OP,OP,OP,OP,OP,OP,OP,OP,OP,OP,OP,OP,OP,OP,OP,OP,OP,OP,OP,OP,OP,OP,OP,OP},XorOut);
FullAdder40bits FA(A,XorOut,OP,S,Cout);
endmodule 
module RegDesp(CLK,RST,WRALTO,WRBAJO,SHLEFT,SHRIGHT,DivInput,DALTO,DBAJO,QALTO,QBAJO);
	input CLK,RST;
	input WRALTO,WRBAJO;
	input SHLEFT,SHRIGHT;
	input DivInput;
	input [39:0] DALTO;
	input [39:0] DBAJO;
	output wire [39:0] QALTO;
	output wire [39:0] QBAJO;
	reg [79:0] Q;
	always @(posedge CLK or posedge RST)
		if(RST)
			Q=80'b0;
		else if (WRALTO)
			Q={DALTO,QBAJO};
		else if (WRBAJO)
			Q={QALTO,DBAJO};
		else if (SHLEFT)
			Q={Q[78:0],DivInput};
		else if (SHRIGHT)
			Q={1'b0,Q[79:1]};
		else
			Q=Q;
	assign QALTO = Q[79:40];
	assign QBAJO = Q[39:0];
endmodule 
module FSMALU(CLK,RST,START,OP,LSB,MSB,ENAR1,ENAR2,WRALTO,WRBAJO,SHLEFT,SHRIGHT,DivInput,ENAC,Z,RSTC,DONE);
	input CLK,RST,START,LSB,MSB,Z;
	input [1:0]OP;
	output ENAR1,ENAR2,WRALTO,WRBAJO,SHLEFT,SHRIGHT,DivInput,ENAC,RSTC,DONE;
	reg [2:0] PRE,FUT;
	parameter T0=3'b000, T1=3'b001,T2=3'b010,T3=3'b011,T4=3'b100,T5=3'b101,T6=3'b110,T7=3'b111;
	always @(negedge CLK or posedge RST)
		if (RST)
				PRE = T0;
		else
				PRE=FUT;
	always @(PRE or START or Z or OP)
		case(PRE)
			T0: if(START)  
				FUT= T1;
			    else
			FUT = T0;
			T1: FUT=T2;
			T2: FUT=T3;
			T3: FUT=T4;
			T4: if (Z|~OP[1])
				FUT= T7;
			    else
				FUT = T3;
			T5: FUT=T7;
			T6: FUT=T7;
			T7: FUT=T0;
		endcase
	reg WR,SH;
	reg ENAR1,ENAR2,ENAC,RSTC,DONE;
	assign WRBAJO=ENAR1;
	always @(PRE)
		case(PRE)
		   T0:{WR,SH,ENAR1,ENAR2,ENAC,RSTC,DONE} = 7'b0000010;
			T1:{WR,SH,ENAR1,ENAR2,ENAC,RSTC,DONE} = 7'b0010000;
			T2:{WR,SH,ENAR1,ENAR2,ENAC,RSTC,DONE} = 7'b0001000;
			T3:{WR,SH,ENAR1,ENAR2,ENAC,RSTC,DONE} = 7'b1000100;
			T4:{WR,SH,ENAR1,ENAR2,ENAC,RSTC,DONE} = 7'b0100000;
			T5:{WR,SH,ENAR1,ENAR2,ENAC,RSTC,DONE} = 7'b0000000;
			T6:{WR,SH,ENAR1,ENAR2,ENAC,RSTC,DONE} = 7'b0000000;
			T7:{WR,SH,ENAR1,ENAR2,ENAC,RSTC,DONE} = 7'b0000001;
		endcase
	wire WRALTO;
	assign WRALTO= ( (OP[0]&~MSB) | (~OP[0]&LSB) | (~OP[1])) & WR;
	wire SHLEFT,SHRIGHT;
	assign SHLEFT = OP[1]&OP[0]&SH;
	assign SHRIGHT = OP[1]&~OP[0]&SH;
	reg DivInput;
	always @(posedge CLK)
		DivInput = ~MSB;
endmodule
module XORde40bits(A, B, OUT);
	input [39:0] A, B;
	output wire [39:0] OUT;
	assign OUT = A ^ B;
endmodule
module FullAdder40bits(A,B,Cin,S,Cout);
    input [39:0] A,B;
    input Cin;
    output wire [39:0] S;
    output wire Cout;
    wire C0,C1,C2,C3,C4,C5,C6,C7,C8,C9,C10,C11,C12,C13,C14,C15,C16,C17,C18,C19,C20,C21;
	 wire C22,C23,C24,C25,C26,C27,C28,C29,C30,C31,C32,C33,C34,C35,C36,C37,C38;
    FullAdder SC0(A[0],B[0],Cin,S[0],C0);
    FullAdder SC1(A[1],B[1],C0,S[1],C1);
    FullAdder SC2(A[2],B[2],C1,S[2],C2);
	 FullAdder SC3(A[3],B[3],C2,S[3],C3);
    FullAdder SC4(A[4],B[4],C3,S[4],C4);
    FullAdder SC5(A[5],B[5],C4,S[5],C5);
    FullAdder SC6(A[6],B[6],C5,S[6],C6);
    FullAdder SC7(A[7],B[7],C6,S[7],C7);
	 FullAdder SC8(A[8],B[8],C7,S[8],C8);
	 FullAdder SC9(A[9],B[9],C8,S[9],C9);
	 FullAdder SC10(A[10],B[10],C9,S[10],C10);
	 FullAdder SC11(A[11],B[11],C10,S[11],C11);
	 FullAdder SC12(A[12],B[12],C11,S[12],C12);
	 FullAdder SC13(A[13],B[13],C12,S[13],C13);
	 FullAdder SC14(A[14],B[14],C13,S[14],C14);
	 FullAdder SC15(A[15],B[15],C14,S[15],C15);
	 FullAdder SC16(A[16],B[16],C15,S[16],C16);
	 FullAdder SC17(A[17],B[17],C16,S[17],C17);
    FullAdder SC18(A[18],B[18],C17,S[18],C18);
	 FullAdder SC19(A[19],B[19],C18,S[19],C19);
	 FullAdder SC20(A[20],B[20],C19,S[20],C20);
	 FullAdder SC21(A[21],B[21],C20,S[21],C21);
	 FullAdder SC22(A[22],B[22],C21,S[22],C22);
	 FullAdder SC23(A[23],B[23],C22,S[23],C23);
	 FullAdder SC24(A[24],B[24],C23,S[24],C24);
	 FullAdder SC25(A[25],B[25],C24,S[25],C25);
	 FullAdder SC26(A[26],B[26],C25,S[26],C26);
	 FullAdder SC27(A[27],B[27],C26,S[27],C27);
	 FullAdder SC28(A[28],B[28],C27,S[28],C28);
	 FullAdder SC29(A[29],B[29],C28,S[29],C29);
	 FullAdder SC30(A[30],B[30],C29,S[30],C30);
	 FullAdder SC31(A[31],B[31],C30,S[31],C31);
	 FullAdder SC32(A[32],B[32],C31,S[32],C32);
	 FullAdder SC33(A[33],B[33],C32,S[33],C33);
	 FullAdder SC34(A[34],B[34],C33,S[34],C34);
	 FullAdder SC35(A[35],B[35],C34,S[35],C35);
	 FullAdder SC36(A[36],B[36],C35,S[36],C36);
	 FullAdder SC37(A[37],B[37],C36,S[37],C37);
	 FullAdder SC38(A[38],B[38],C37,S[38],C38);
	 FullAdder SC39(A[39],B[39],C38,S[39],Cout);
endmodule
module FullAdder(A,B,Cin,S,Cout);
    input A,B,Cin;
    output wire S, Cout;
    wire XOR1,AND1,AND2;
    assign XOR1 = A ^ B;
    assign AND1 = A & B;
    assign AND2 = XOR1 & Cin;
    assign S = XOR1 ^ Cin;
    assign Cout = AND1 | AND2;
endmodule 
```

## flow/run.sh

```bash
#!/bin/bash
# OpenROAD 26Q1-2900-gdf79404cd8, Yosys 0.63+post, stock flow scripts
make -C /OpenROAD-flow-scripts/flow DESIGN_CONFIG=/design/flow/config.mk WORK_HOME=/design/flow/orfs finish
```

## flow/config.mk

```make
export PLATFORM = sky130hd
export DESIGN_NAME = ALU
export DESIGN_NICKNAME = ALU
export VERILOG_FILES = /design/flow/design.v
export SDC_FILE = /design/flow/constraint.sdc
export NUM_CORES = 4
export LEC_CHECK = 1
export CORE_UTILIZATION = 30
```

## flow/constraint.sdc

```tcl
current_design ALU

set clk_period 31.2
set clk_io_pct 0.2

create_clock -name clk0 -period $clk_period [get_ports {CLK}]

set non_clock_inputs [all_inputs -no_clocks]
set_input_delay [expr $clk_period * $clk_io_pct] -clock clk0 $non_clock_inputs
set_output_delay [expr $clk_period * $clk_io_pct] -clock clk0 [all_outputs]
```

==> results.ini <==
[grt]
grt_antenna_before_repair = 0
grt_pass1_wl_microns = 47300
grt.overflow.total = 0
track_usage_pct = 15.1
grt_pass1_vias = 8073
grt_max_degree = 100

[pwr]
fin_total_pwr_uw = 1620
cellPowerDensity_nw_per_um2 = 110
peakVddDrop_v = 0.0000493
p_leak_uw = 0.00617

[clock_network]
cts_setup_buffers = 0
clock-root-buffer = clkbuf_16
cts_tree = done
insertion_delay_ns = 0.53
cts_buffer_depth = 3
path_clk_slew_ns = 0.06
post_cts_resized = 0
cts.htree.levels = 1
hold_buffers = 0
cts_sinks = 210
cts_buffers = 27

[final_timing]
fin_setup_tns_ns = 0
finalCriticalPeriod_ns = 29.24
fin_crit_sh_pct = 93.7
timing.fmax_mhz = 34.2
hold_violations = 0
clock-skew-final_ns = 0.0161
timing_worst_slew_pin_value_ns = 0.810
setup_viol = 0
maxSlewViolCount = 0
slew_headroom_pct = 46.0
rsz0062_at_grt = no

[drt]
first_pass_iters = 6
vias_per_cell = 4.71
antenna_left = 0
route.detailed.drc = 0
n_antenna_cell = 0
num_vias = 7818
drt-wirelength-per-cell_microns = 17.8
wirelength_microns = 29600
drtIter0Drc = 340

[place]
hpwl_microns = 19900
place.gp.congestion = 0.798
io_buffers = 169

[synth]
synthCells = 1019
yosysWarnings = 6
synth_cell_types = 45
ys_top_cells_by_area = dfrtp_1, mux2i_1, mux2_2
yosys.area.top_type = dfrtp_1
yosys_cells = 1019
ys_area_sq_um = 12100
postSynthAreaPerCell_sq_um = 11.8
ys_seq_share_pct = 41.7
top_cell_area_share_pct = 33.2
ys.flops = 210
syn-cell-area_sq_um = 12100

[die]
chipArea_sq_um = 41000
fp.dieW_microns = 203
initCoreUtil_pct = 30.4
num_rows = 73
num_io_pins = 170
core-area_sq_um = 39700
die_y_microns = 203

[finish]
layout_top_cell = clkdlybuf4s50_1
lay_top_cells = clkdlybuf4s50_1, dfrtp_1, mux2i_1
synthToLayoutAreaGrowth_pct = 22.0
drive_above_1_share_pct = 19.9

[setup_path]
worst_ep_required_time_ns = 24.96
critPathMaxStageDelay_ns = 0.60
startpoint_type = primary input
worstPathArrival_ns = 23.00
cp_common_cell = fa_1
critPathKind = in2out
cp_max_fo = 25
critPathSlowestCell = buf_2
cp-end-kind = output port

[run]
max_cap_violations = 0
warnings = 26

[status]
run_status = complete, no violations

[min_path]
hold_class = reg2reg

==> flip-flops by register name, summed over array words and instances (netlist names) <==
name,cells
CONT.Q,6
FSM.PRE,3
IN,40
RD.Q,80
R2.Q,40
R1.Q,40
FSM.DivInput,1
==> power breakdown <==
part	total, uW	internal [uW]	switching [uW]
registers	490	382	108
logic	830	510	320
clock network	298	181	117
total	1620	1070	545
==> cell families after synthesis <==
group	after synthesis	share of synthesized area (%)
adder cells (fa/ha/maj)	41	6.68
flip-flops	210	41.7
AND/OR/NAND/NOR	113	4.16
XOR/XNOR	42	3.05
buffers and inverters	161	7.29
AND-OR/OR-AND	135	7.89
multiplexers	317	29.3
==> critical path, delay by kind of cell <==
kind | cells | cell delay (ns)
muxes | 1 | 0.23
and+or+nand+nor | 1 | 0.10
buffers and inverters | 5 | 1.27
adders and majority gates | 39 | 15.03
AOI/OAI and AO/OA | 1 | 0.10
==> worst paths after layout <==
kind,to,startpoint,cells past startpoint,slack [ns]
worst max-delay path,S[39],OP[1],47,1.96
worst max register to register,RD.Q[64]$_DFFE_PP0P_,FSM.PRE[1]$_DFF_NP0_,4,13.06
worst min-delay path,RD.Q[31]$_DFFE_PP0P_,IN[31]$_SDFFE_PP0P_,2,0.48
min in group asynchronous,RD.Q[42]$_DFFE_PP0P_,RST,3,6.20
max in group asynchronous,FSM.PRE[2]$_DFF_NP0_,RST,4,8.54
worst min register to register,RD.Q[31]$_DFFE_PP0P_,IN[31]$_SDFFE_PP0P_,2,0.48
==> cells in the mapped netlist, drive strengths merged <==
| master | count |
|---|---|
| nand2 | 47 |
| dfrtp | 160 |
| o22ai | 1 |
| ha | 2 |
| fa | 39 |
| a32oi | 1 |
| nor4 | 1 |
| xnor2 | 39 |
| a211oi | 41 |
| inv | 45 |
| and4bb | 1 |
| a21oi | 3 |
| nor2 | 46 |
| o21ai | 44 |
| nor3 | 1 |
| or2 | 2 |
| dfrtn | 3 |
| nor3b | 1 |
| o211ai | 1 |
| mux2i | 150 |
| or3b | 1 |
| o31ai | 2 |
| nand3 | 3 |
| or3 | 1 |
| nand2b | 2 |
| edfxtp | 1 |
| clkbuf | 28 |
| a211o | 1 |
| a31oi | 1 |
| mux2 | 167 |
| nand3b | 2 |
| a2bb2oi | 40 |
| nand4bb | 1 |
| dfxtp | 46 |
| nand4b | 1 |
| xor2 | 3 |
| or4 | 3 |
| buf | 88 |
==> metal layers <==
metal	global-route usage (%)	part of all wire, %	vias to the layer above
met5	0	0	-
met4	2.79	2.2	0
met3	3.54	5.5	33
met2	22.7	45	177
met1	22.7	48	3873
li1	-	-	3735
==> cell type report <==
cell class,instances,area [sq um]
fillers,3810,25000
multi-input cells,648,6210
flip-flops and latches,210,5030
repair buffers,184,1800
clock buffers,43,796
well taps,525,657
inverters,45,174
clock inverters,6,57.6
==> stage by stage <==
stage	hold slack [ns]	util [%]	setup slack [ns]	cells	cell area, sq um
6_report	0.483	37.1	1.96	1661	14700
5_1_grt	0.507	37.1	1.33	1661	14700
4_1_cts	0.483	37.1	1.90	1661	14700
3_5_place_dp	0.483	34.9	1.90	1612	13900
3_3_place_gp	0.476	34.9	2.02	1612	13900
2_1_floorplan	0.447	-	3.08	1019	12100
Power is estimated from default activity; no workload was simulated.
